`design/flow/run.sh`:
```
#!/bin/bash
# OpenROAD 26Q1-2900-gdf79404cd8, Yosys 0.63+post, stock flow scripts
make -C /OpenROAD-flow-scripts/flow DESIGN_CONFIG=/design/flow/config.mk WORK_HOME=/design/flow/orfs finish
```
`design/flow/constraint.sdc`:
```
current_design vending_machine

set clk_period 1.2
set clk_io_pct 0.2

create_clock -name clk0 -period $clk_period [get_ports {clk}]

set non_clock_inputs [all_inputs -no_clocks]
set_input_delay [expr $clk_period * $clk_io_pct] -clock clk0 $non_clock_inputs
set_output_delay [expr $clk_period * $clk_io_pct] -clock clk0 [all_outputs]
```
`design/flow/design.v`:
```
module vending_machine(clk,
                        rstn,
                        coin,
                        pr,
                        ch);
    input clk,rstn;
    input [1:0] coin;
    output pr,ch;
    parameter IDLE    = 3'b000,
              RS1     = 3'b001,
              RS2     = 3'b010,
              PRODUCT = 3'b011,
              CHANGE  = 3'b100;
    reg [2:0] pr_state,next_state;
    always@(posedge clk) begin
        if(!rstn)
            pr_state <= IDLE;
        else
            pr_state <= next_state;
    end
    always@(pr_state,coin) begin
        case(pr_state)
            IDLE : 
                if(coin == 1)
                    next_state = RS1;
                else if(coin == 2)
                    next_state = RS2;
                else
                    next_state = IDLE;
            RS1 :
                if(coin == 1)
                    next_state = RS2;
                else if(coin == 2)
                    next_state = PRODUCT;
                else
                    next_state = IDLE;
            RS2 :
                if(coin == 1)
                    next_state = PRODUCT;
                else if(coin == 2)
                    next_state = CHANGE;
                else
                    next_state = IDLE;
            PRODUCT :
            begin
                next_state = IDLE;
            end
            CHANGE :
            begin
                next_state = IDLE;
            end
        endcase
    end
    assign pr = (pr_state == PRODUCT) || (pr_state == CHANGE);
    assign ch = (pr_state == CHANGE);
endmodule
```
`design/flow/config.mk`:
```
export PLATFORM = sky130hd
export DESIGN_NAME = vending_machine
export DESIGN_NICKNAME = vending_machine
export VERILOG_FILES = /design/flow/design.v
export SDC_FILE = /design/flow/constraint.sdc
export NUM_CORES = 4
export LEC_CHECK = 1
export CORE_AREA = 10 10 70 70
export DIE_AREA = 0 0 80 80
```
==> run notes <==
impl run done, here's what came out: status complete, but fails checks, Final ANT Viol Nets 0, Crit Path Class reg -> out, Synth Warn # 1, vias 233, hold path endpoint pr_state[0]$_SDFF_PN0_, CTS max path bufs 2, vias per cell 2.65, slowest cell delay on critical path 0.32 ns, Vert. Die Dim 80 um, endpoints left unconstrained 3, WP buf/inv 1, routed length per instance 6.00 um, CP Max Fanout 2, final hold vios 0, Log Warnings 28, n_diodes 0, flops out of synthesis 6, fraction of layout cells with a size suffix above 1 0.310, H-tree levels 1, Crit path arrival time 0.96 ns, largest net degree at the start of global routing 8, Area growth, synth to finish 63.9%, GRT Util Overall 0.0160, Hold Path Origin rstn, vias in the first global route 230, DRT Pass-1 Iters 2, Worst EP required 0.96 ns, Die Area 6400 sq um, # rows 21, final setup margin -0.00141 ns, dominant logic cell types in the final layout buf_4 (5), inv_1 (4), Synth Instances 30, dpl hpwl 416 um, I/O Pins 6, area reported by Yosys stat 260 sq um, Die Wd 80 um, Mean Syn Cell Area 8.68 sq um, Final Setup Violations 1, global-route wire length before repair 869 um, crit start category register, Post-Route WL 528 um, Max stage delay cell, worst path dfxtp_2, Worst-Margin Slew 0.268 ns, post-synthesis cell area 260 sq um, register pins left without a clock 3, WHS 0.611 ns, Iter 0 DRT Violations 12, grt total ovfl 0, Largest delay share family, worst path flip-flops, Starting Density 0.0762, Pwr Density 720 nW/um^2, FF/Latch Area 108 sq um, VDD IR-drop max 0.000108 V, Pleak 0.000173 uW, Port Buf Inserts 5, gpl congestion 0.626, total CTS buffers 3, Cell Type Count 18, CTS clock-pin slew for the worst setup and hold paths 0.04 ns, fillcell total 395, max cap viols 0, final core occ 0.125, ys cells 30, Max transition margin 0.819, Slew Limit Fails 0, CTS root buffer clkbuf_4, RSZ-0062 raised after global routing yes, Min Clock Period, post-route 1.20 ns, Sum Neg Setup Slack -0.00141 ns, Commonest Layout Cell buf_4, Gate Area 136 sq um, Hold Path Cell Cnt 2, drt drc 0, hold crit path type in -> reg, fmax 832 MHz, crit end category output port, crit share post-route 1.00, CTS tree yes, CP cell instances nor3b_4, o21bai_1, buf_2, initial antenna violation count 0, Core ar. 3420 sq um, failing checks setup timing
==> where the power goes <==
part	internal, uW	total, uW	switching [uW]
Clock	124	175	50.5
Combinational	17.3	28.6	11.2
Sequential	102	104	1.05
Total	244	307	62.7
==> worst max-delay path by stage <==
stage	startpoint	end	slack, ns	cells after the start
5_1_grt	pr_state[0]$_SDFF_PN0_	pr	-0.09	3
6_report	pr_state[0]$_SDFF_PN0_	pr	-0.001	3
4_1_cts	pr_state[0]$_SDFF_PN0_	pr	-0.01	3
==> metal layers <==
metal | GRT usage | routed length, um | up-vias
li1 | - | - | 125
met1 | 0.0154 | 195 | 102
met2 | 0.0273 | 273 | 4
met3 | 0.00341 | 19 | 2
met4 | 0.0158 | 40 | 0
met5 | 0 | 0 | -
==> sequential cells by signal (all words and copies together) (netlist names) <==
register / count
pr_state: 3
next_state: 3
==> kinds of logic (layout without fill, tap and decap cells) <==
kind of cell               count (synthesis)  in the layout  share of synthesized area
DFF                                        3              3                      0.231
and+or+nand+nor                            9              9                      0.231
latches                                    3              3                      0.173
AOI/OAI and AO/OA                          7              7                      0.173
buffers and inverters                      6             18                     0.0961
adders and majority gates                  2              2                     0.0961
==> per-stage QoR <==
step                      instances  area, sq um  power (uW)  setup slack, ns
after CTS                        88          414         320          -0.0113
final                            88          427         307         -0.00141
after global placement           83          388         132           -0.131
after global routing             88          427         323          -0.0887
after detailed placement         83          388         133           -0.147
after floorplan                  30          260         118            0.303
==> area by class of cell <==
| class | instances | area share |
|---|---|---|
| Timing Repair Buffer | 10 | 0.196 |
| Tap cell | 46 | 0.135 |
| Multi-Input combinational cell | 18 | 0.320 |
| Inverter | 4 | 0.0352 |
| Clock buffer | 4 | 0.0616 |
| Sequential cell | 6 | 0.252 |
==> synthesized netlist by cell type <==
cell / count / area share
o41ai_1: 1 / 0.034
nor4b_1: 1 / 0.034
ha_1: 2 / 0.096
and2_1: 3 / 0.072
a31oi_1: 1 / 0.024
o21ai_1: 3 / 0.058
buf_2: 1 / 0.019
o21bai_1: 1 / 0.029
dlxtn_1: 3 / 0.17
dfxtp_1: 3 / 0.23
nor3_1: 1 / 0.019
nand2_1: 1 / 0.014
clkbuf_2: 1 / 0.019
nor3b_2: 1 / 0.048
nor3b_1: 1 / 0.029
inv_1: 4 / 0.058
nor2_1: 1 / 0.014
o21a_1: 1 / 0.029
==> timing repair <==
| action | CTS | global route |
|---|---|---|
| hold buffers | 0 | 0 |
| gates resized | 8 | 2 |
| endpoints found under the setup margin | 2 | 2 |
| pin swaps | 1 | 0 |
| buffers inserted | 1 | 0 |
Power figures rest on the tool's default switching activity, not on a simulated workload.
