## design/flow/config.mk

```make
export PLATFORM = sky130hd
export DESIGN_NAME = upDownCounter
export DESIGN_NICKNAME = upDownCounter
export VERILOG_FILES = /design/flow/design.v
export SDC_FILE = /design/flow/constraint.sdc
export NUM_CORES = 4
export LEC_CHECK = 1
export CORE_AREA = 10 10 70 70
export DIE_AREA = 0 0 80 80
```

## design/flow/constraint.sdc

```tcl
current_design upDownCounter

set clk_period 1.7
set clk_io_pct 0.2

create_clock -name clk0 -period $clk_period [get_ports {clk}]

set non_clock_inputs [all_inputs -no_clocks]
set_input_delay [expr $clk_period * $clk_io_pct] -clock clk0 $non_clock_inputs
set_output_delay [expr $clk_period * $clk_io_pct] -clock clk0 [all_outputs]
```

## design/flow/design.v

```verilog
module upDownCounter(input clk,  
                     input rst,  
                     input upDown,  
                     output reg [3:0] counter);  
    always@(posedge clk) begin
        if(rst)  
            counter <= 0;
        else if (upDown)  
            counter <= counter + 1;
        else  
            counter <= counter - 1;
    end
endmodule
```

## design/flow/run.sh

```bash
#!/bin/bash
# OpenROAD 26Q1-2900-gdf79404cd8, Yosys 0.63+post, stock flow scripts
make -C /OpenROAD-flow-scripts/flow DESIGN_CONFIG=/design/flow/config.mk WORK_HOME=/design/flow/orfs finish
```

==> results.sh <==
# yosys + openroad results
export IMPL_yosysSeqAreaShare=0.4183
export IMPL_status="complete, no violations"
export IMPL_portBuffers=6
export IMPL_warnings=25
export IMPL_critical_path_max_fanout=3
export IMPL_maxCapViolations=0
export IMPL_htree_levels=1
export IMPL_synthTopCellsByCount="4 x dfxtp_1, 2 x ha_1, 2 x nand3_1, 2 x nor2_1, 2 x xnor2_1"
export IMPL_cpMaxStageDelayCell="clkdlybuf4s50_1"
export IMPL_via_per_inst=2.149
export IMPL_whs_ns=0.4889
export IMPL_ys_flop_type="dfxtp_1"
export IMPL_cp_slowest_stage_delay_ns=0.50
export IMPL_grt_pass1_wl_um=772
export IMPL_clock_fmax_ghz=0.6524
export IMPL_top_cell="dfxtp_1"
export IMPL_rsz0062_at_grt="no"
export IMPL_arrival_ns=1.65
export IMPL_die_w_um=80
export IMPL_async_flop_share=0
export IMPL_drc=0
export IMPL_regMostFlops="counter"
export IMPL_crit_type="in2reg"
export IMPL_slew_headroom=0.8599
export IMPL_clock_sinks=4
export IMPL_routed_wl_um=492
export IMPL_cts_root_buf="clkbuf_4"
export IMPL_yosysTopAreaCell="dfxtp_1"
export IMPL_grt_overflow=0
export IMPL_cts_tree="done"
export IMPL_synthDistinctLibCells=11
export IMPL_yosysCellCount=18
export IMPL_n_antenna_cell=0
export IMPL_tightest_slew_ns=0.2087
export IMPL_synth_area_um2=191.4
export IMPL_drive_gt1_frac=0.1786
export IMPL_edf_count=0
export IMPL_postRouteAntennaNets=0
export IMPL_critPathCaptureType="flip-flop"
export IMPL_core_area_mm2=0.003416
export IMPL_setup_violations=0
export IMPL_ys_area_um2=191.4
export IMPL_cts_reportedPaths_clkPinSlew_ns=0.04
export IMPL_ys_ff=4
export IMPL_grt_max_degree=5
export IMPL_drt_initial_drc_count=1
export IMPL_chip_area_mm2=0.006400
export IMPL_clockBufferDepth=2
export IMPL_rows=21
export IMPL_hold_depth=1
export IMPL_grt_use_total=0.01620
export IMPL_yosys_warnings=1
export IMPL_required_ns=1.82
export IMPL_route_vias_total=159
export IMPL_postCtsSetupRepairBufs=0
export IMPL_die_h_um=80
export IMPL_io_pins=7
export IMPL_syn_avg_cell_area_um2=10.64
export IMPL_r2r_cells=4
export IMPL_hold_viol_final=0
export IMPL_top_cell_area_share=0.4183
export IMPL_firstDrtPassIters=3
export IMPL_place_congestion=0.6482
export IMPL_finalCritPeriodShare=0.9016
export IMPL_antenna_found_initial=0
export IMPL_synthesis_instances=18
export IMPL_reg2reg_from="counter[2]"
export IMPL_wl_per_cell_um=6.649
export IMPL_setup_worst_path_start="upDown"
export IMPL_holdCritPathClass="reg2reg"
export IMPL_post_cts_resized=0
export IMPL_synthTopCellsByArea="dfxtp_1 42%, ha_1 13%, fa_1 10%"
export IMPL_start_kind="primary input"
export IMPL_finalCriticalPeriod_ns=1.533
export IMPL_fp_util=0.05604
export IMPL_cts_buffers=3
export IMPL_powerDensity_mw_per_mm2=1057
export IMPL_ir_drop_uv=284.0
export IMPL_utilization=0.09927
export IMPL_clock_latency_ns=0.24
export IMPL_holdBufCountCts=0
export IMPL_worstPathCellList="clkdlybuf4s50_1, inv_1, ha_1, a21oi_1, a21o_1, a21oi_2"
export IMPL_leakage_nw=0.1242
export IMPL_reg_top3="counter (4)"
export IMPL_largest_reg_flops=4
export IMPL_holdCritStartpoint="counter[0]"
export IMPL_syn2layout_area_growth_pct=77.12
export IMPL_skew_ns=0.005370
export IMPL_r2r_slack_ns=0.59
export IMPL_maxSlewViolCount=0
export IMPL_first_global_vias=168
==> stage by stage <==
stage	area, um^2	power [W]	cells	TNS [ns]	worst slack (ns)
final	339.1	0.0003583	74	0	0.1673
after global routing	339.1	0.0003906	74	0	0.06237
after CTS	339.1	0.0003652	74	0	0.1609
after detailed placement	316.6	0.0002436	71	-0.1002	-0.07897
after global placement	316.6	0.0002407	71	-0.1033	-0.07463
after floorplan	191.4	0.0001805	18	0	0.5001
==> layout by cell type, fill, tap and decap left out, drive strengths merged, types with 2 or more instances in the layout <==
cell type / n
clkdlybuf4s50: 6
dfxtp: 4
clkbuf: 3
nor2: 2
xnor2: 2
nand3: 2
ha: 2
a21oi: 2
==> cell type report <==
cell class | count | area [um^2]
clock buffers | 3 | 22.52
fillers | 397 | 3077
inverters | 1 | 3.754
multi-input cells | 13 | 107.6
flip-flops and latches | 4 | 80.08
well taps | 46 | 57.56
repair buffers | 7 | 67.56
==> routing by layer <==
| layer | wire (um) | vias up | GRT usage |
|---|---|---|---|
| met5 | 0 | - | 0 |
| met4 | 0 | 0 | 0.003521 |
| met3 | 83 | 0 | 0.01818 |
| met2 | 191 | 7 | 0.01766 |
| met1 | 217 | 71 | 0.01992 |
| li1 | - | 81 | - |
==> power by group <==
part	switching, W	leakage, nW	total, W	internal [W]
sequential	0.0000133	0.0334	0.000126	0.000112
combinational	0.0000405	0.0770	0.000115	0.0000744
clock	0.0000387	0.0138	0.000118	0.0000789
total	0.0000925	0.124	0.000358	0.000266
==> critical path: cells and delay by family <==
kind            cells  cell delay, ns
fa+ha+maj           1            0.34
buf+inv             2            0.59
compound gates      3            0.39
==> kinds of logic (layout without fill, tap and decap cells) <==
| group | Yosys count | after routing | share of synthesized area |
|---|---|---|---|
| and+or+nand+nor | 5 | 5 | 0.1242 |
| DFF | 4 | 4 | 0.4183 |
| adders and majority gates | 3 | 3 | 0.2353 |
| AOI/OAI and AO/OA | 3 | 3 | 0.1111 |
| xor gates and xnor gates | 2 | 2 | 0.09152 |
| buffers and inverters | 1 | 11 | 0.01959 |
==> worst paths after layout <==
check,endpoint
setup / recovery,counter[3]
hold / removal,counter[0]
setup reg to reg,counter[3]
hold reg to reg,counter[0]
Power is estimated from default activity; no workload was simulated.
