==> flow/design.v <==
module b4FullAdder(a0,b0,
                   a1,b1,
                   a2,b2,
                   a3,b3,
                   s0,s1,
                   s2,s3,
                   cin,cout);
    input a0,b0,a1,b1,a2,b2,a3,b3,cin;
    output cout,s0,s1,s2,s3;
    wire c0,c1,c2;
    full_adder fa0 (.a(a0),.b(b0),.cin(cin),.sum(s0),.cout(c0));
    full_adder fa1 (.a(a1),.b(b1),.cin(c0),.sum(s1),.cout(c1));
    full_adder fa2 (.a(a2),.b(b2),.cin(c1),.sum(s2),.cout(c2));
    full_adder fa3 (.a(a3),.b(b3),.cin(c2),.sum(s3),.cout(cout));
endmodule
module full_adder(a,
                  b,
                  cin,
                  sum,
                  cout);
    input a,b,cin;
    output sum,cout;
    wire w0,w1,w2;
    xor s1(sum,a,b,cin);
    and a1(w0,a,b);
    and a2(w1,b,cin);
    and a3(w2,a,cin);
    or f(cout,w0,w1,w2);
endmodule
==> flow/run.sh <==
#!/bin/bash
# OpenROAD 26Q1-2900-gdf79404cd8, Yosys 0.63+post, stock flow scripts
make -C /OpenROAD-flow-scripts/flow DESIGN_CONFIG=/design/flow/config.mk WORK_HOME=/design/flow/orfs finish
==> flow/config.mk <==
export PLATFORM = sky130hd
export DESIGN_NAME = b4FullAdder
export DESIGN_NICKNAME = b4FullAdder
export VERILOG_FILES = /design/flow/design.v
export SDC_FILE = /design/flow/constraint.sdc
export NUM_CORES = 4
export LEC_CHECK = 1
export CORE_AREA = 10 10 70 70
export DIE_AREA = 0 0 80 80
==> flow/constraint.sdc <==
current_design b4FullAdder

set clk_period 2.9
set clk_io_pct 0.2

create_clock -name clk0 -period $clk_period

set non_clock_inputs [all_inputs -no_clocks]
set_input_delay [expr $clk_period * $clk_io_pct] -clock clk0 $non_clock_inputs
set_output_delay [expr $clk_period * $clk_io_pct] -clock clk0 [all_outputs]
==> results.cfg <==
; physical design summary
[placed_design]
dp_hpwl_um = 391
place_congestion = 0.770
io_buffers = 14
dp_slack_ps = -749

[global_routing]
grt-ovfl-total = 0
grt_usage_pct = 1.35
grt_pass1_wl_um = 703
antenna_found_initial = 0
grt_max_degree = 2
first_global_vias = 135

[yosys]
top_cell = inv_1
ys_area_um2 = 118
synthCells = 14
topCellsByArea = fa_1, inv_1
synth_cell_type_count = 2
syn-mean-instance-area_um2 = 8.40
synth.cellmix.compoundShare_pct = 0
ys.warnings.count = 0
ys_cells = 14
netlist_top_cells_count = inv_1, fa_1
simple_gate_area_share_pct = 0
netlist_area_um2 = 118
mux_area_share_pct = 0
yosys.area.top_type = fa_1
adder_share_pct = 68.1
top_cell_area_share_pct = 68.1
xor_share_pct = 0
ys_top_logic_family = adder cells
ys_seq_share_pct = 0

[final_timing]
tns_ps = 0
max_freq_mhz = 355
maxSlewViolCount = 0
finalCriticalPeriod_ps = 2820
setup_viol = 0
finalHoldViolCount = 0
tightest_slew_ps = 104
rsz0062_at_grt = yes
setup_ws_ps = 81.8
period_used_pct = 97.2
relSlewSlack_pct = 93.1

[hold_path]
hold_class = primary input to output port

[setup_path]
critPathCaptureType = output port
path_buffers = 6
crit_required_ps = 2320
cp_top_family = adder cells
cp_max_fo = 1
crit_chain = buf_6, inv_4, fa_2, inv_2, fa_2, fa_2, inv_2, fa_2, inv_2, buf_2
slowest_delay_ps = 420
cp.arrival_ps = 2240
start_kind = primary input
crit_top_cell = fa_2
path_class = primary input to output port
slowest_stage = fa_2

[power_and_ir_drop]
ir_drop_mv = 0.0376
power_w = 0.0000463
p_per_area_mw_per_mm2 = 143
p_leak_nw = 0.140

[routing]
antenna_cells = 0
drtIter0Drc = 0
wirelength_um = 405
viasPerCell = 1.66
vias = 123
drc = 0
drtPass1Iterations = 1
wl_per_cell_um = 5.47
ant_nets = 0

[finish]
drive_gt1_share_pct = 50.0
syn_to_final_growth_pct = 176
flop_area_um2 = 0
fin_util_pct = 9.49
seq_cell_count = 0
nClkBuffers = 0

[floorplan]
io_pins = 14
core_mm2 = 0.00342
fp_util_pct = 3.44
die-area_mm2 = 0.00640
dieWidth_um = 80
die_h_um = 80
core.rowCount = 21

[clock_tree]
post_cts_buffers = 0

[job]
maxCapViolCount = 0
openroad.warnings = 34

[outcome]
status = finished, final reports clean
[power by group]
part | internal [W] | total, W | leakage [nW] | switching, W
sequential | 0 | 0 | 0 | 0
clock | 0 | 0 | 0 | 0
combinational | 0.0000313 | 0.0000463 | 0.140 | 0.0000151
total | 0.0000313 | 0.0000463 | 0.140 | 0.0000151
[what timing repair did]
action | CTS | global route
setup endpoints to repair | 4 | 1
pin swaps | 4 | 4
gates cloned | 0 | 0
hold buffers | 0 | 0
resized | 28 | 3
[routing by layer]
| metal | vias up | track usage [%] | wire [um] |
|---|---|---|---|
| li1 | 60 | - | - |
| met1 | 50 | 2.14 | 202 |
| met2 | 13 | 1.61 | 109 |
| met3 | 0 | 0.682 | 92 |
| met4 | 0 | 0 | 0 |
| met5 | - | 0 | 0 |
[path summary, 6_finish.rpt]
path	depth (start not counted)	end	slack, ps	startpoint
min	5	s0	1890	b0
max	10	s3	80	cin
[through the flow]
stage	area (um2)	cells	hold WS (ps)
final	324	74	1890
after detailed placement	315	74	2190
after global placement	315	74	2200
after CTS	315	74	1910
after floorplan	118	14	1270
after global routing	324	74	1930
[cells in the final DEF, fill, tap and decap left out]
master	Yosys	routed
inv_2	0	4
inv_1	10	4
dlygate4sd2_1	0	4
clkdlybuf4s50_1	0	6
buf_2	0	1
buf_6	0	3
inv_4	0	2
fa_2	0	4
[cell families after synthesis]
family,after synthesis
adder cells (fa/ha/maj),4
buffers and inverters,10
[tightest hold or removal path, cell delays in order]
cell and delay [ps]:
buf_6 90, inv_2 40, fa_2 180, inv_1 30, clkdlybuf4s50_1 390
[layout make-up]
| class | count | area (um2) |
|---|---|---|
| Timing Repair Buffer | 14 | 134 |
| Fill cell | 402 | 3090 |
| Multi-Input combinational cell | 4 | 90.1 |
| Inverter | 10 | 42.5 |
| Tap cell | 46 | 57.6 |
Power figures rest on the tool's default switching activity, not on a simulated workload.
